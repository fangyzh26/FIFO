--- design/flow/run.sh ---
#!/bin/bash
# OpenROAD 26Q1-2900-gdf79404cd8, Yosys 0.63+post, stock flow scripts
make -C /OpenROAD-flow-scripts/flow DESIGN_CONFIG=/design/flow/config.mk WORK_HOME=/design/flow/orfs finish
--- design/flow/config.mk ---
export PLATFORM = sky130hd
export DESIGN_NAME = sync_fifo
export DESIGN_NICKNAME = sync_fifo
export VERILOG_FILES = /design/flow/design.v
export SDC_FILE = /design/flow/constraint.sdc
export NUM_CORES = 4
export LEC_CHECK = 1
export CORE_UTILIZATION = 40
--- design/flow/constraint.sdc ---
current_design sync_fifo

set clk_period 4.1
set clk_io_pct 0.2

create_clock -name clk0 -period $clk_period [get_ports {clk}]

set non_clock_inputs [all_inputs -no_clocks]
set_input_delay [expr $clk_period * $clk_io_pct] -clock clk0 $non_clock_inputs
set_output_delay [expr $clk_period * $clk_io_pct] -clock clk0 [all_outputs]
--- design/flow/design.v ---
module sync_fifo 
    #(
        parameter FIFO_WIDTH       = 10'd8,
        parameter FIFO_WIDTH_BIT   = 10'd3,
        parameter FIFO_DEPTH       = 10'd16,
        parameter FIFO_DEPTH_BIT   = 10'd4
    )
    (
        input                           clk,
        input                           rst,
        input                           w_en,
        input                           r_en,
        input [FIFO_WIDTH-1:0]          data_write,
        output                          flag_full,
        output                          flag_empty,
        output reg [FIFO_WIDTH-1:0]     data_read
    );
    reg [9:0]                   count;  
    reg [FIFO_DEPTH_BIT:0]      index;
    reg [FIFO_DEPTH_BIT-1:0]    write_addr;  
    reg [FIFO_DEPTH_BIT-1:0]    read_addr;  
    reg [FIFO_WIDTH-1:0]        memory [FIFO_DEPTH-1:0];  
    always @(posedge clk or posedge rst) begin  
        if (rst) begin
            write_addr <= 0;
            for(index=0; index<=FIFO_DEPTH-1; index=index+1'b1)
                memory[index] = 0;  
        end
        else if (w_en && (!flag_full)) begin
            memory[write_addr] <= data_write;
            write_addr         <= write_addr + 1'b1;
        end
        else ;
    end
    always @(posedge clk or posedge rst) begin  
        if (rst) begin
            read_addr  <= 0;
        end
        else if (r_en && (!flag_empty)) begin
            data_read  <= memory[read_addr];
            read_addr <= read_addr + 1'b1;
        end
        else ;
    end
    always @(posedge clk or posedge rst) begin  
        if(rst) 
            count <= 0;
        else if( (w_en && (!flag_full)) &&  !(r_en && (!flag_empty)) )
            count <= count + 1'b1;
        else if( (r_en && (!flag_empty)) &&  !(w_en && (!flag_full)) ) 
            count <= count - 1'b1;
        else
            count <= count;
    end
    assign flag_empty = (count==0);
    assign flag_full  = (count==(FIFO_DEPTH));
endmodule
==> impl_summary.log <==
[metrics] run summary
INFO  metric status = finished clean
INFO  metric die_w = 138 µm
INFO  metric asyncSetResetFlopFracSynth = 0.948
INFO  metric gr-total-overflow = 0
INFO  metric port_buffers = 21
INFO  metric chip_area = 18900 µm²
INFO  metric netlist.top_cell.by_instances = sky130_fd_sc_hd__dfrtp_1
INFO  metric root_buffer = sky130_fd_sc_hd__clkbuf_16
INFO  metric max_freq = 295 MHz
INFO  metric global_route.usage.total = 0.201
INFO  metric power_frac_clock = 0.237
INFO  metric critPathArrivalTime = 3.71 ns
INFO  metric final_period_utilization = 0.827
INFO  metric wire_length_of_the_first_global_routing_pass = 26800 µm
INFO  metric avgViaCountPerCell = 5.66
INFO  metric h-tree-depth = 4
INFO  metric detailedPlacementHpwl = 10300 µm
INFO  metric stage_log_warnings = 31
INFO  metric cts_post_setup_buffers_inserted = 0
INFO  metric firstDrtPassIters = 6
INFO  metric route.detailed.wl_per_inst = 20.3 µm
INFO  metric slew_viol_final = 0
INFO  metric worstSkewPairLatency = 0.42 ns
INFO  metric power_switching = 2370 µW
INFO  metric p_leak = 0.00370 µW
INFO  metric power.share.sequential = 0.392
INFO  metric worstMarginPinSlew = 0.809 ns
INFO  metric fillerInstances = 1567
INFO  metric clock_sink_count = 154
INFO  metric layout-drive-gt1-share = 0.326
INFO  metric post-route-min-period = 3.39 ns
INFO  metric gp_congestion = 0.818
INFO  metric power_per_cell_area = 833 nW/µm²
INFO  metric synth.yosys.num_cells = 578
INFO  metric placeableCoreArea = 18000 µm²
INFO  metric number_of_cell_rows = 49
INFO  metric yosysTopAreaCell = sky130_fd_sc_hd__dfrtp_1
INFO  metric top_cells_by_area = sky130_fd_sc_hd__dfrtp_1 (50%), sky130_fd_sc_hd__mux2_2 (19%), sky130_fd_sc_hd__edfxtp_1 (3.3%), sky130_fd_sc_hd__ha_1 (2.9%), sky130_fd_sc_hd__a221oi_1 (1.9%)
INFO  metric die_h = 138 µm
INFO  metric slew-limit-headroom = 0.460
INFO  metric ff_type = sky130_fd_sc_hd__dfrtp_1
INFO  metric path_class = reg -> reg
INFO  metric preCtsSetupSlack = 0.390 ns
INFO  metric pin_count = 22
INFO  metric max_ir_drop_vdd = 396 µV
INFO  metric cts.path.max_buffers = 2
INFO  metric netlist-cell-type-count = 50
INFO  metric yosys.stat.chipArea = 7350 µm²
INFO  metric grt_setup_unrepaired = false
INFO  metric critical_path.startpoint_type = flip-flop
INFO  metric cts_hold_repair.buffers = 0
INFO  metric clk_transition_reported_paths = 0.06 ns
INFO  metric largest_net_degree_at_the_start_of_global_routing = 69
INFO  metric crit_path_end_kind = flip-flop
INFO  metric post-synth-top-area-fraction = 0.497
INFO  metric worst_slack = 0.708 ns
INFO  metric num_antenna_cells = 0
INFO  metric first_iter_violations = 270
INFO  metric drt-total-wl = 17000 µm
INFO  metric tritoncts.num_buffers = 17
INFO  metric first_global_vias = 4727
INFO  metric enable_flop_cells = 8
INFO  metric clock-skew-final = 0.0119 ns
INFO  metric floorplan_utilization = 0.409
INFO  metric ys.flops = 154
INFO  metric finalSetupViolCount = 0
INFO  metric worst_ep_required_time = 4.42 ns
INFO  metric hold_viol = 0
INFO  metric ys_seq_share = 0.529
INFO  metric drc = 0
INFO  metric vias = 4740
INFO  metric cts_tree = done
INFO  metric synthesis.instances = 578
INFO  metric switching_share = 0.336
INFO  metric postSynthAreaPerCell = 12.7 µm²
INFO  metric synth_area = 7350 µm²
INFO  metric cell_internal_pwr = 4680 µW
INFO  metric power.share.combinational = 0.371
INFO  metric holdCritPathClass = reg -> reg
INFO  metric worstPathMaxFanout = 9
INFO  metric postRouteAntennaNets = 0
INFO  metric cts-resized-gates = 0
INFO  metric tns = 0 ns
INFO  metric cap_viol_max_count = 0
INFO  metric yosysWarnings = 2
INFO  metric yosys-top-cells-count = sky130_fd_sc_hd__dfrtp_1 (146), sky130_fd_sc_hd__mux2_2 (127), sky130_fd_sc_hd__nand2_1 (30), sky130_fd_sc_hd__clkbuf_1 (22), sky130_fd_sc_hd__nor2_1 (20)
INFO  metric antenna_found_initial = 0
INFO  metric syn_to_final_growth = 15.0%
==> cell type report <==
cell class	count	area, µm²	share of cell area
inverters	13	52.6	0.00621
multi-input cells	377	3270	0.387
well taps	229	287	0.0339
repair buffers	32	318	0.0376
clock inverters	11	168	0.0198
flip-flops and latches	154	3890	0.460
clock buffers	21	470	0.0556
==> registers in the layout, summed over array words and instances, names as in the netlist <==
register and flops:
read_addr 4, data_read 8, count 10, write_addr 4, memory 128
==> final timing paths <==
path                                      start                        end  slack (ns)  depth (start not counted)
max                        count[5]$_DFFE_PP0P_       count[8]$_DFFE_PP0P_        0.71                         12
min                        count[9]$_DFFE_PP0P_       count[9]$_DFFE_PP0P_        0.48                          1
max reg2reg                count[5]$_DFFE_PP0P_       count[8]$_DFFE_PP0P_        0.71                         12
min reg2reg                count[9]$_DFFE_PP0P_       count[9]$_DFFE_PP0P_        0.48                          1
max in group asynchronous                   rst  memory[10][5]$_DFFE_PP0P_        2.21                          3
min in group asynchronous                   rst   memory[1][3]$_DFFE_PP0P_        1.08                          2
==> critical path, cell delays in order, from the launching register on <==
cell	delay, ns
sky130_fd_sc_hd__dfrtp_1	0.42
sky130_fd_sc_hd__nor4_2	0.35
sky130_fd_sc_hd__nand3_2	0.21
sky130_fd_sc_hd__o21ai_2	0.35
sky130_fd_sc_hd__ha_1	0.27
sky130_fd_sc_hd__inv_1	0.17
sky130_fd_sc_hd__ha_1	0.37
sky130_fd_sc_hd__nor2b_1	0.15
sky130_fd_sc_hd__o21ai_0	0.20
sky130_fd_sc_hd__a21boi_0	0.19
sky130_fd_sc_hd__o21a_1	0.22
sky130_fd_sc_hd__o21a_1	0.19
sky130_fd_sc_hd__o31ai_1	0.21
==> layer usage <==
layer | up-vias | wire length, µm | track usage
met1 | 2416 | 7940 | 0.315
met3 | 18 | 1120 | 0.0582
met5 | - | 0 | 0
met4 | 0 | 330 | 0.0385
li1 | 2180 | - | -
met2 | 126 | 7560 | 0.290
==> placed cells by master, fill, tap and decap left out, types with 3 or more instances in the layout <==
cell type                           n
sky130_fd_sc_hd__dfrtp_1          146
sky130_fd_sc_hd__mux2_2           127
sky130_fd_sc_hd__nand2_1           30
sky130_fd_sc_hd__clkdlybuf4s50_1   21
sky130_fd_sc_hd__nor2_1            20
sky130_fd_sc_hd__nand3_1           17
sky130_fd_sc_hd__ha_1              17
sky130_fd_sc_hd__clkbuf_16         17
sky130_fd_sc_hd__a221oi_1          16
sky130_fd_sc_hd__o21ai_0           14
sky130_fd_sc_hd__a21oi_1           13
sky130_fd_sc_hd__inv_1             12
sky130_fd_sc_hd__a22o_1            11
sky130_fd_sc_hd__a22oi_1           10
sky130_fd_sc_hd__buf_4              9
sky130_fd_sc_hd__mux2i_1            8
sky130_fd_sc_hd__edfxtp_1           8
sky130_fd_sc_hd__a31oi_1            7
sky130_fd_sc_hd__nor2b_1            6
sky130_fd_sc_hd__nand2_2            6
sky130_fd_sc_hd__nand2_4            6
sky130_fd_sc_hd__xnor2_1            6
sky130_fd_sc_hd__a222oi_1           6
sky130_fd_sc_hd__nand3_2            5
sky130_fd_sc_hd__xor2_1             5
sky130_fd_sc_hd__nor3_1             4
sky130_fd_sc_hd__nor2_2             4
sky130_fd_sc_hd__mux2_1             4
sky130_fd_sc_hd__a21o_1             4
sky130_fd_sc_hd__o21a_1             4
sky130_fd_sc_hd__clkinvlp_4         4
sky130_fd_sc_hd__bufinv_16          4
sky130_fd_sc_hd__o31ai_1            3
sky130_fd_sc_hd__mux4_2             3
sky130_fd_sc_hd__clkbuf_8           3
==> cell families (layout without fill, tap and decap cells) <==
group / Yosys count / after routing / synth area share
compound gates: 100 / 100 / 0.0995
xor+xnor: 11 / 11 / 0.0131
fa+ha+maj: 18 / 18 / 0.0316
buf+inv: 47 / 77 / 0.0259
flops: 154 / 154 / 0.529
mux: 142 / 142 / 0.221
simple gates: 106 / 106 / 0.0798
==> stage by stage <==
step	area (µm²)	cells	utilization	total power (µW)	hold slack (ns)
after floorplan	7360	578	-	4680	0.447
after detailed placement	7820	805	0.435	5380	0.466
after global routing	8460	837	0.471	7500	0.511
after CTS	8460	837	0.471	7090	0.478
final	8460	837	0.471	7050	0.478
after global placement	7820	805	0.435	5300	0.466
==> power groups by stage <==
stage	clock network, µW	registers, µW	logic, µW
final	1670	2760	2620
after global routing	1750	2870	2880
after CTS	1690	2760	2630
Power figures rest on the tool's default switching activity, not on a simulated workload.
